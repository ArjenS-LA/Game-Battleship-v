==> flow/design.v <==
`timescale 1ns / 1ps
module battleship_top(
    input clk,
    input confirm,
    input btnReset,
    input [3:0] row,
    output [3:0] col,
    output [15:0] led,
    output [6:0] seg,
    output [3:0] an,
    output uart_tx
    );
    reg [2:0] tx_stage = 3'd0;
    reg [7:0] tx_byte;
    reg       tx_start;
    wire      tx_busy;
    uart_tx #(.BAUD_DIV(868)) UTX (
        .clk   (clk),
        .start (tx_start),
        .data  (tx_byte),
        .tx    (uart_tx),
        .busy  (tx_busy)
    );
    reg [15:0] p1_board = 16'b0000000000000000;
    reg [15:0] p2_board = 16'b0000000000000000;
    reg [1:0] p1_ships = 2'b00;
    reg [1:0] p2_ships = 2'b00;
    scoreboard scoreboard(
        .clk(clk),
        .p1_score(p1_ships),
        .p2_score(p2_ships),
        .seg(seg),
        .an(an)
    );
    reg [15:0] p1_guesses = 16'b0000000000000000;
    reg [15:0] p2_guesses = 16'b0000000000000000;
    reg player = 1'b0;
    reg [1:0] mode = 2'b00;
    reg winner = 1'b0;
    wire [3:0] sw;
    wire [15:0] select_led;
    display d(.clk(clk), .row(row), .col(col), .value(select_led), .key(sw));
    reg [16:0] c_debounce = 0;      
    reg confirm_pulse = 0;    
    reg player_snap;          
    reg [3:0] square_snap;          
    always @(posedge clk) begin
        tx_start <= 1'b0; 
        if (confirm == 1'b0)
            c_debounce <= 17'd0;                     
        else if (c_debounce != 17'h1_FFFF)
            c_debounce <= c_debounce + 1'b1;         
        confirm_pulse <= (c_debounce == 17'h1_FFFE);
        if (confirm_pulse) begin
            player_snap  <= player;  
            square_snap  <= sw;
        end
        case (tx_stage)
            3'd0: begin                                  
                if (confirm_pulse && !tx_busy) begin
                    tx_byte  <= "P";                     
                    tx_start <= 1'b1;
                    tx_stage <= 3'd1;
                end
            end
            3'd1: if (!tx_busy && !tx_start) begin                    
                    tx_byte  <= player_snap ? "2" : "1";
                    tx_start <= 1'b1;
                    tx_stage <= 3'd2;
                  end
            3'd2: if (!tx_busy && !tx_start) begin                    
                    tx_byte  <= ":";
                    tx_start <= 1'b1;
                    tx_stage <= 3'd3;
                  end
            3'd3: if (!tx_busy && !tx_start) begin                    
                    tx_byte  <= (square_snap < 10) ? ("0"+square_snap)
                                                   : ("A"+square_snap-4'd10);
                    tx_start <= 1'b1;
                    tx_stage <= 3'd4;
                  end
            3'd4: if (!tx_busy && !tx_start) begin                    
                    tx_byte  <= 8'd13;
                    tx_start <= 1'b1;
                    tx_stage <= 3'd5;
                  end
            3'd5: if (!tx_busy && !tx_start) begin                    
                    tx_byte  <= 8'd10;
                    tx_start <= 1'b1;
                    tx_stage <= 3'd0;                    
                  end
        endcase
        if (confirm_pulse) begin
            if (mode == 0) begin  
                if (!player) begin
                    if(btnReset) begin  
                        p1_board <= 0;
                        p1_ships <= 0;
                    end
                    if (!p1_board[sw] && p1_ships < 3) begin
                        p1_board[sw] <= 1'b1;
                        p1_ships <= p1_ships + 1'b1;
                        if (p1_ships == 2)           
                            player <= 1'b1;          
                    end
                end else begin
                    if(btnReset) begin  
                        p2_board <= 0;
                        p2_ships <= 0;
                    end
                    if (!p2_board[sw] && p2_ships < 3) begin
                        p2_board[sw] <= 1'b1;
                        p2_ships <= p2_ships + 1'b1;
                        if (p2_ships == 2) begin           
                            player <= 1'b0;          
                            mode <= 2'b01;
                        end
                    end
                end
            end else if (mode == 1) begin  
                if (!player) begin
                    if(!p1_guesses[sw]) begin
                        if (p2_board[sw]) begin  
                            p1_guesses[sw] <= 1'b1;     
                            player <= 1'b1;
                            p2_ships <= p2_ships - 1;
                            if (p2_ships == 1) begin
                                mode <= 2'b10;  
                                winner <= 1'b0;
                            end
                        end else begin
                            player <= 1'b1;
                        end
                    end
                end else begin
                    if(!p2_guesses[sw]) begin
                        if (p1_board[sw]) begin  
                            p2_guesses[sw] <= 1'b1;     
                            player <= 1'b0; 
                            p1_ships <= p1_ships - 1;
                            if (p1_ships == 1) begin
                                mode <= 2'b10;  
                                winner <= 1'b1;
                            end          
                        end else begin
                            player <= 1'b0;
                        end
                    end
                end
            end else if (mode == 2) begin  
                if (btnReset) begin  
                    p1_board <= 0;
                    p2_board <= 0;
                    p1_guesses <= 0;
                    p2_guesses <= 0;
                    p1_ships <= 0;
                    p2_ships <= 0;
                    mode <= 0;
                    player <= 1'b0;
                end
            end
        end
    end
    reg [15:0] led_r;
    always @(*) begin
        if (mode == 0 && !player && p1_ships < 3)           
            led_r = p1_board | select_led;     
        else if (mode == 0 && player && p2_ships < 3)       
            led_r = p2_board | select_led;
        else if (mode == 1 && !player)       
            led_r = p1_guesses | select_led; 
        else if (mode == 1 && player)      
            led_r = p2_guesses | select_led;
        else if (mode == 2 && !winner)  
            led_r = 16'b1111111111111111; 
        else if (mode == 2 && winner)  
            led_r = 16'b1111111111111111;    
    end
    assign led = led_r;
endmodule
`timescale 1ns / 1ps
module clock_dividers(
    input wire clk,
    output reg mux_clk = 0
);
    reg [31:0] counter = 0;
    always @(posedge clk) begin
        if (counter == 100000) begin
            counter <= 0;
            mux_clk <= ~mux_clk;
        end else begin
            counter <= counter + 1;
        end
    end
endmodule
`timescale 1ns / 1ps
module decoder(
    input clk,
    input [3:0] row,                       
    output reg [3:0] col,                  
    output reg [3:0] dec_out             
    );
    parameter LAG = 10;                    
	reg [19:0] scan_timer = 0;             
	reg [1:0] col_select = 0;              
	always @(posedge clk)           
		if(scan_timer == 99_999) begin     
			scan_timer <= 0;
			col_select <= col_select + 1;
		end
		else
			scan_timer <= scan_timer + 1;
	always @(posedge clk)
		case(col_select)
			2'b00 :	begin
					   col = 4'b0111;
					   if(scan_timer == LAG)
						  case(row)
						      4'b0111 :	dec_out = 4'b0001;	 
						      4'b1011 :	dec_out = 4'b0100;	 
						      4'b1101 :	dec_out = 4'b0111;	 
						      4'b1110 :	dec_out = 4'b0000;	 
						  endcase
					end
			2'b01 :	begin
					   col = 4'b1011;
					   if(scan_timer == LAG)
						  case(row)    		
						      4'b0111 :	dec_out = 4'b0010;	 
						      4'b1011 :	dec_out = 4'b0101;	 
						      4'b1101 :	dec_out = 4'b1000;	 
					          4'b1110 : dec_out = 4'b1111;	 
			              endcase
			        end 
			2'b10 :	begin       
					   col = 4'b1101;
					   if(scan_timer == LAG)
						  case(row)    		       
						      4'b0111 :	dec_out = 4'b0011;	 
						      4'b1011 :	dec_out = 4'b0110;	 
						      4'b1101 :	dec_out = 4'b1001;	 
						      4'b1110 : dec_out = 4'b1110;	 
						  endcase      
					end
			2'b11 :	begin
					   col = 4'b1110;
					   if(scan_timer == LAG)
						  case(row)    
						      4'b0111 :	dec_out = 4'b1010;	 
						      4'b1011 :	dec_out = 4'b1011;	 
						      4'b1101 :	dec_out = 4'b1100;	 
						      4'b1110 :	dec_out = 4'b1101;	 
						  endcase      
					end
		endcase
endmodule
`timescale 1ns / 1ps
module display(
    input clk,
    input [3:0] row,
    output [3:0] col,
    output reg [15:0] value,
    output wire [3:0] key
    );
    keyFromSwitches k(.clk(clk), .row(row), .col(col), .key(key));
    always @(posedge clk) begin
        case(key)
             4'b0000: value <= 16'b0000000000000001;
             4'b0001: value <= 16'b0000000000000010;
             4'b0010: value <= 16'b0000000000000100;
             4'b0011: value <= 16'b0000000000001000;
             4'b0100: value <= 16'b0000000000010000;
             4'b0101: value <= 16'b0000000000100000;
             4'b0110: value <= 16'b0000000001000000;
             4'b0111: value <= 16'b0000000010000000;
             4'b1000: value <= 16'b0000000100000000;
             4'b1001: value <= 16'b0000001000000000;
             4'b1010: value <= 16'b0000010000000000;
             4'b1011: value <= 16'b0000100000000000;
             4'b1100: value <= 16'b0001000000000000;
             4'b1101: value <= 16'b0010000000000000;
             4'b1110: value <= 16'b0100000000000000;
             4'b1111: value <= 16'b1000000000000000;
        endcase
    end
endmodule
`timescale 1ns / 1ps
module keyFromSwitches(
    input clk,
    input [3:0] row,
    output [3:0] col,
    output wire [3:0] key
    );
    decoder d(.clk(clk), .row(row), .col(col), .dec_out(key));
endmodule
`timescale 1ns / 1ps
module scoreboard(
    input clk,
    input [1:0] p1_score,
    input [1:0] p2_score,
    output reg [6:0] seg,
    output reg [3:0] an
    );
    wire mux_clk;
    clock_dividers clkdv(.clk(clk), .mux_clk(mux_clk));
    reg [3:0] anode;
    always @ (posedge mux_clk) begin
        if (anode == 3)
            anode <= 0;
        else if(anode == 0)
            anode <= 3;
    end
    reg[1:0] selectDigit;
    reg[3:0] selectAnode;
    always @(*) begin
        if(anode == 0) begin
            selectDigit = p2_score;
            an = 4'b1110;
        end else if(anode == 3) begin
            selectDigit = p1_score;
            an = 4'b0111;
        end
        case(selectDigit)
           2'b00: seg = 7'b1000000;  
           2'b01: seg = 7'b1111001;  
           2'b10: seg = 7'b0100100;  
           2'b11: seg  =7'b0110000;  
           default: seg = 7'b1000000;  
        endcase
    end    
endmodule
module uart_tx #(
    parameter CLK_HZ   = 100_000_000,
    parameter BAUD     = 115_200,
    parameter BAUD_DIV = CLK_HZ / BAUD             
) (
    input  wire clk,
    input  wire start,         
    input  wire [7:0] data,    
    output reg  tx = 1'b1,     
    output reg  busy = 1'b0    
);
    reg [12:0] ctr   = 0;      
    reg [9:0]  shift = 10'h3FF;  
    always @(posedge clk) begin
        if (!busy) begin
            if (start) begin
                busy  <= 1'b1;
                shift <= {1'b1, data, 1'b0};    
                ctr   <= BAUD_DIV - 1;
            end
            tx <= 1'b1;                         
        end else begin
            if (ctr == 0) begin                 
                tx    <= shift[0];              
                shift <= {1'b1, shift[9:1]};    
                ctr   <= BAUD_DIV - 1;
                if (shift == 10'h3FF)           
                    busy <= 1'b0;
            end else
                ctr <= ctr - 1;
        end
    end
endmodule
==> flow/run.sh <==
#!/bin/bash
# OpenROAD 26Q1-2900-gdf79404cd8, Yosys 0.63+post, stock flow scripts
make -C /OpenROAD-flow-scripts/flow DESIGN_CONFIG=/design/flow/config.mk WORK_HOME=/design/flow/orfs finish
==> flow/config.mk <==
export PLATFORM = sky130hd
export DESIGN_NAME = battleship_top
export DESIGN_NICKNAME = battleship_top
export VERILOG_FILES = /design/flow/design.v
export SDC_FILE = /design/flow/constraint.sdc
export NUM_CORES = 4
export LEC_CHECK = 1
export CORE_UTILIZATION = 30
==> flow/constraint.sdc <==
current_design battleship_top

set clk_period 4.6
set clk_io_pct 0.2

create_clock -name clk0 -period $clk_period [get_ports {clk}]

set non_clock_inputs [all_inputs -no_clocks]
set_input_delay [expr $clk_period * $clk_io_pct] -clock clk0 $non_clock_inputs
set_output_delay [expr $clk_period * $clk_io_pct] -clock clk0 [all_outputs]
==> flow_summary.toml <==
# physical design summary
[outcome]
status = "finished, final reports clean"

[final_timing]
final_hold_viol_count = 0
clock-skew-final_ns = 0.0304
rsz0062_at_grt = "false"
finalClockPeriodUsage_pct = 66.4
unclocked_regs = 22
fin_crit_ns = 3.06
relSlewSlack_pct = 44.9
slew_violations = 0
timing.fmax_mhz = 327
finalSetupViolations = 0
worst_pin_slew_ns = 0.823
untimed_endpoints = 40
final.setup.tns_ns = 0
whs_ns = 0.457

[route]
first_pass_iters = 5
dr_wl_met2_mm = 10.9
route.met3.wl_mm = 1.60
wire_per_inst_um = 15.6
top_layer = "met4"
antenna_cells = 0
drt-initial-drc-count = 534
final_antenna_net_count = 0
via_per_inst = 4.97
wl_met1_mm = 11.2
via_count = 7700
drc_errors = 0
drt-total-wl_mm = 24.2

[cts]
clk_pin_slew_ns = 0.06
cts_resized = 0
cts_root_buf = "clkbuf_16"
htreeDepth = 1
cts_buffers = 24
post-cts-setup-buffers = 0
cts_hold_buf = 0
tritoncts = "built"
insertion_delay_ns = 0.53
clockBufferDepth = 3

[logic_synthesis]
edf_count = 116
syn_inst = 1039
avgSynthCellArea_um2 = 10.7
ys_warn_count = 8
synth_top_cell_by_area = "edfxtp_1"
synth.distinct_cells = 70
ys_cells = 1039
synthArstFlopShare_pct = 0
ys.flops = 231
synth_top_area_share_pct = 31.4
synth-main-ff-cell = "edfxtp_1"
syn_area_um2 = 11100
ys_area_um2 = 11100
area_leaders = "edfxtp_1 31%, dfxtp_1 17%, xnor2_1 3.6%"

[layout]
postLayoutCellArea_um2 = 12700
fillers = 3490
drive_gt1_share_pct = 7.96
syn2layout_area_growth_pct = 14.1
mostFrequentLayoutCell = "edfxtp_1"
final_cell_mix = "116 x edfxtp_1, 95 x dfxtp_1, 87 x nor2_1, 68 x inv_1, 68 x nand2_1"
final_util_pct = 34.7

[die]
die_h_um = 194
initial_core_util_pct = 30.4
die_x_um = 194
pin_count = 39
core_um2 = 36500
rows = 70
die_area_um2 = 37800

[power_and_ir_drop]
p_per_area_nw_per_um2 = 305
ir_drop_uv = 285
p_leak_nw = 4.81

[worst_setup_path]
cp.required_ns = 4.99
criticalPathCategory = "flip-flop to flip-flop"
worstPathArrival_ns = 3.45
cp-end-kind = "flip-flop"
path_max_fanout = 18
critPathLaunchType = "flip-flop"

[global_routing]
grt-ovfl-total = 0
grt_max_degree = 45
track_usage_pct = 13.5
grt_pass1_wl_mm = 40.1
grt_antenna_before_repair = 0
first_global_vias = 7492

[placement]
dp_hpwl_mm = 16.2
place_area_um2 = 11900
place.gp.congestion = 0.871
port_buffers = 35

[flow_run]
warnings = 44
drv_cap = 0

[min_path]
hold_class = "flip-flop to flip-flop"
==> stage by stage <==
stage          cells  power (mW)  setup slack [ns]
6_report        1549        3.86              1.54
3_3_place_gp    1505        2.07              1.61
3_5_place_dp    1505        2.07              1.59
2_1_floorplan   1040        2.06              1.69
4_1_cts         1549        3.91              1.51
5_1_grt         1549        4.00              1.31
==> flip-flops by register name (all words and copies together) (netlist names), 7 cells and up <==
register                  flops
d.k.d.scan_timer             20
p2_guesses                   16
scoreboard.clkdv.counter     32
p2_board                     16
p1_guesses                   16
UTX.shift                     9
c_debounce                   17
d.value                      16
p1_board                     16
led_r                        16
tx_byte                       7
UTX.ctr                      13
==> synthesized netlist by cell type (3+ instances only) <==
cell type	n
edfxtp_1	116
dfxtp_1	95
nor2_1	87
inv_1	68
nand2_1	68
xnor2_1	45
nand3_1	39
clkbuf_1	38
and2_1	37
o22ai_1	36
o21a_1	35
xor2_1	34
ha_1	31
mux2i_1	24
and3_1	23
a21oi_1	22
nand4_1	22
dlxtn_1	20
a211o_1	18
a311oi_1	16
nor3_1	13
nor2b_1	12
mux4_2	10
nand2b_1	10
o21ai_0	10
mux2_2	8
nor4_1	8
and4_1	6
buf_6	6
mux4_1	6
buf_4	5
or3_1	5
a21boi_0	4
nand4b_1	4
nor3b_1	4
nor4b_1	4
or2_2	4
a221oi_1	3
==> where the power goes <==
group	switching, mW	internal (mW)	total (mW)
registers	0.00542	1.96	1.96
clock network	0.751	1.07	1.82
logic	0.0434	0.0282	0.0715
total	0.799	3.06	3.86
==> worst paths after layout <==
check | startpoint | to | slack (ns) | cells past startpoint
max | d.k.d.dec_out[0] | p2_guesses[0] | 1.54 | 6
min | d.k.d.scan_timer[19] | d.k.d.scan_timer[19] | 0.46 | 1
max reg2reg | d.k.d.dec_out[0] | p2_guesses[0] | 1.54 | 6
min reg2reg | d.k.d.scan_timer[19] | d.k.d.scan_timer[19] | 0.46 | 1
==> worst max-delay path: stages, from the launching register on <==
cell and delay [ns]:
edfxtp_1 0.76, inv_1 0.28, ha_1 0.34, ha_1 0.51
nor2_1 0.58, and4_1 0.33, o21a_1 0.11
==> kinds of logic after synthesis <==
group / share of synthesized area, %
latches: 2.71
other: 0.0677
XOR/XNOR: 6.24
AND/OR/NAND/NOR: 16.7
adder cells (fa/ha/maj): 3.50
multiplexers: 6.43
AND-OR/OR-AND: 11.1
flip-flops: 48.5
buffers and inverters: 4.72
==> layer usage <==
layer	track usage, %	vias to the layer above
li1	-	3788
met5	0	-
met2	20.4	227
met4	2.65	0
met1	20.5	3651
met3	3.56	34
==> final cells by class <==
type	count	area (um2)	area share [%]
Sequential cell	231	5690	44.9
Timing Repair Buffer	50	463	3.66
Multi-Input combinational cell	687	4900	38.7
Inverter	69	259	2.05
Clock buffer	35	672	5.31
Clock inverter	9	90.1	0.712
Tap cell	468	586	4.63
Power figures rest on the tool's default switching activity, not on a simulated workload.
